File: flow/run.sh
#!/bin/bash
# OpenROAD 26Q1-2900-gdf79404cd8, Yosys 0.63+post, stock flow scripts
make -C /OpenROAD-flow-scripts/flow DESIGN_CONFIG=/design/flow/config.mk WORK_HOME=/design/flow/orfs finish
File: flow/config.mk
export PLATFORM = sky130hd
export DESIGN_NAME = part3
export DESIGN_NICKNAME = part3
export VERILOG_FILES = /design/flow/design.v
export SDC_FILE = /design/flow/constraint.sdc
export NUM_CORES = 4
export LEC_CHECK = 1
export CORE_AREA = 10 10 70 70
export DIE_AREA = 0 0 80 80
File: flow/constraint.sdc
current_design part3

set clk_period 1.8
set clk_io_pct 0.2

create_clock -name clk0 -period $clk_period

set non_clock_inputs [all_inputs -no_clocks]
set_input_delay [expr $clk_period * $clk_io_pct] -clock clk0 $non_clock_inputs
set_output_delay [expr $clk_period * $clk_io_pct] -clock clk0 [all_outputs]
File: flow/design.v
module part3(SW, HEX0, HEX1);
	input [9:0]SW;
	output [6:0]HEX0;
	output [6:0]HEX1;
	hexDecoder U1(SW[0], SW[1], SW[2], SW[3], HEX0[0], HEX0[1], HEX0[2], HEX0[3], HEX0[4], HEX0[5], HEX0[6]);
	hexDecoder U2(SW[4], SW[5], SW[6], SW[7], HEX1[0], HEX1[1], HEX1[2], HEX1[3], HEX1[4], HEX1[5], HEX1[6]);
endmodule
module hexDecoder(d, c, b, a, s0, s1, s2, s3, s4, s5, s6);
	input a, b, c, d;
	output s0, s1, s2, s3, s4, s5, s6;
	assign s0 = (a & b & ~c & d) || (a & ~b & c & d) || (~a & b & ~c & ~d) || (~a & ~b & ~c & d);
	assign s1 = (a & b & ~d) || (a & c & d) || (~a & b & ~c & d) || (b & c & ~d);
	assign s2 = (a & b & c) || (a & b & ~d) || (~a & ~b & c & ~d);
	assign s3 = (a & ~b & c & ~d) || (~a & b & ~c & ~d) || (b & c & d) || (~b & ~c & d);
	assign s4 = (~a & b & ~c) || (~a & d) || (~b & ~c & d);
	assign s5 = (a & b & ~c & d) || (~a & ~b & c) || (~a & ~b & d) || (~a & c & d);
	assign s6 = (a & b & ~c & ~d) || (~a & b & c & d) || (~a & ~b & ~c);
endmodule
==> out/summary.txt <==
Rel. slew slack: 84.7%
CP Buf/Inv Count: 3
Layout area overhead: 67.2%
Pre-Place Util: 14.9%
max-slew violation count: 0
ys cells: 77
DP Cell Count: 140
final tally of setup violations: 0
Seq share, synth: 0%
top-count cell post-synth: buf_4
synth top area cells: buf_4 (26%), a21oi_1 (4.9%), o31ai_1 (4.4%), buf_2 (3.9%), mux2i_1 (3.9%)
most frequent cells after synthesis: buf_4 (18), a21oi_1 (5), buf_2 (4), nand2_1 (4), o21ai_0 (4)
Worst Hold Path Cells: 4
largest net degree at the start of global routing: 9
non-filler cells, final: 142
Register Area: 0 µm²
Netlist cell types: 30
Log Warnings: 35
Hold Path Sink: HEX1[2]
die height: 80 µm
Hold Vio Cnt, Final: 0
fillers: 360
Mean Syn Cell Area: 6.63 µm²
HP Class: in -> out
hold_buf cts: 0
seq_cells: 0
Routed WL: 1.46 mm
IO Pins: 24
CP Cell Sequence: buf_2, buf_4, a31oi_2, o31ai_4, clkdlybuf4s50_1
n_diodes: 0
initial antenna violation count: 0
# rows: 21
global placement routability congestion: 0.865
vias per std cell: 4.03
Max Clock Freq: 562 MHz
post-synth top area cell: buf_4
slowest stage cell, crit path: clkdlybuf4s50_1
outcome: finished, final reports clean
global route overflow: 0
clock buf count: 0
pwr dens: 227 nW/µm²
detailed-route via count: 572
Final Critical Period: 1.78 ns
logic area: 427 µm²
leakage: 0.407 nW
Util after Layout: 25.0%
crit start category: primary input
first-pass GRT wire length: 2.32 mm
Routed Antenna Nets: 0
max-cap violations: 0
Iter 0 DRT Violations: 20
Max rail drop VDD: 0.0950 mV
CP peak stage delay: 0.41 ns
CP Class: in -> out
total iterations of the first detailed-routing run: 3
chip area in the Yosys report: 510 µm²
post-synth top area share: 26.5%
CP Max Fanout: 7
crit path capture type: output pin
Crit. Startpoint: SW[3]
GRT Resource Usage Total: 4.06%
total core area: 3420 µm²
Post-DP HPWL: 1.07 mm
routed length per instance: 10.2 µm
Die X: 80 µm
critical path's top delay family: buffers and inverters
number of global-route vias before repair: 527
crit share post-route: 98.9%
unrepaired setup endpoints after global routing: true
Worst-Margin Slew: 0.229 ns
Cells after Synth: 77
Die Size: 6400 µm²
Ys Warns: 0
HP Start: SW[5]
mapped cell area: 510 µm²
input/output buffers: 22
DR DRC count: 0
CP Data Arrival Time: 1.42 ns
share of layout cells above drive strength 1: 46.9%
crit path DRT: 1.44 ns
-- metrics by stage --
stage                     total power, mW  hold WS [ns]  cell area (µm²)  worst slack, ns  setup TNS, ns
after floorplan                     0.111         0.972              510            0.386              0
after global placement              0.180          1.75              761           -0.485          -6.29
after detailed placement            0.180          1.75              761           -0.516          -6.51
after CTS                           0.182          1.26              786          0.00281              0
after global routing                0.212          1.10              853          -0.0396        -0.0865
final                               0.194          1.06              853           0.0205              0
-- worst max-delay path by stage --
| stage | to | cells after the start |
|---|---|---|
| 4_1_cts | HEX1[6] | 6 |
| 5_1_grt | HEX0[6] | 5 |
| 6_report | HEX0[6] | 5 |
-- tightest hold or removal path, stage by stage --
cell and delay, ns:
buf_4 0.11, nand3_1 0.06, o21ai_1 0.08, dlymetal6s2s_1 0.10
-- cells in the final DEF (no fill, tap or decap), types with 3 or more instances in the layout --
| cell type | Yosys | routed |
|---|---|---|
| a21oi_1 | 5 | 5 |
| buf_2 | 4 | 3 |
| buf_4 | 18 | 16 |
| clkdlybuf4s50_1 | 0 | 5 |
| nand3_1 | 3 | 3 |
| o21ai_1 | 3 | 5 |
| dlygate4sd2_1 | 0 | 4 |
| nand2_1 | 4 | 3 |
| buf_6 | 0 | 5 |
| dlymetal6s2s_1 | 0 | 4 |
-- area by class of cell --
cell class	instances	share of cell area [%]
multi-input combinational	52	50.0
timing repair buffer	41	41.9
tap	46	6.74
inverter	3	1.32
-- routing by layer --
| layer | vias to the layer above | GRT usage [%] | part of all wire [%] | wire length (µm) |
|---|---|---|---|---|
| met5 | - | 0 | 0 | 0 |
| met4 | 0 | 0 | 0 | 0 |
| li1 | 303 | - | - | - |
| met1 | 264 | 5.93 | 47 | 685 |
| met2 | 5 | 6.66 | 50 | 731 |
| met3 | 0 | 0.341 | 2.6 | 38 |
-- cell families after synthesis --
kind of cell | after synthesis | share of synthesized area, %
compound gates | 26 | 33.1
xor+xnor | 2 | 3.43
buf+inv | 25 | 32.6
mux | 2 | 3.92
simple gates | 22 | 27.0
-- timing repair --
item,in CTS,in global routing
hold endpoints to repair,0,0
setup endpoints to repair,14,10
setup buffers,2,1
pin swaps,5,7
resized,54,20
-- where the power goes --
group          internal, mW  total, mW  switching (mW)
logic                 0.112      0.194          0.0812
registers                 0          0               0
clock network             0          0               0
total                 0.112      0.194          0.0812
No activity file was given, so power comes from the tool's default toggle rates.
